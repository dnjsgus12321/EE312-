--- config.mk ---
export PLATFORM = sky130hd
export DESIGN_NAME = ALU
export DESIGN_NICKNAME = ALU
export VERILOG_FILES = /design/flow/design.v
export SDC_FILE = /design/flow/constraint.sdc
export NUM_CORES = 4
export LEC_CHECK = 1
export CORE_UTILIZATION = 50
--- constraint.sdc ---
current_design ALU

set clk_period 9.8
set clk_io_pct 0.2

create_clock -name clk0 -period $clk_period

set non_clock_inputs [all_inputs -no_clocks]
set_input_delay [expr $clk_period * $clk_io_pct] -clock clk0 $non_clock_inputs
set_output_delay [expr $clk_period * $clk_io_pct] -clock clk0 [all_outputs]
--- design.v ---
`timescale 1ns / 100ps
module ALU(A,B,OP,C,Cout);
	input [15:0]A;
	input [15:0]B;
	input [3:0]OP;
	output [15:0]C;
	output Cout;
	reg [15:0] C;   
	reg Cout;      
	wire [14:0] A_15, B_15;  
	assign A_15 = A[14:0];
	assign B_15 = B[14:0];
	reg [16:0] big_outcome;  
	reg [15:0] small_outcome;  
	reg C_in, C_out;  
	always@(*)
	begin
		Cout = 0;
		case(OP)
		4'b0000:   
		begin
			C = A + B;
			big_outcome = {1'b0,A} + {1'b0,B};
			small_outcome = {1'b0,A_15} + {1'b0,B_15};
			C_out = big_outcome[16];
			C_in = small_outcome[15];
			Cout = C_in + C_out; 
		end
		4'b0001:   
		begin
			C = A - B;
			big_outcome = {1'b0,A} - {1'b0,B};
			small_outcome = {1'b0,A_15} - {1'b0,B_15};
			C_out = big_outcome[16];
			C_in = small_outcome[15];
			Cout = C_in + C_out;
		end
		4'b0010:   
			C = A & B;
		4'b0011:   
			C = A | B;
		4'b0100:   
			C = ~(A & B);
		4'b0101:   
			C = ~(A | B);
		4'b0110:   
			C = A ^ B;
		4'b0111:   
			C = ~(A ^ B);
		4'b1000:   
			C = A;
		4'b1001:   
			C = ~A;
		4'b1010:   
			C = A >> 1;
		4'b1011:   
		begin
			C = A >>> 1;
			C[15] = C[14];  
		end
		4'b1100:   
			C = {A[0],A[15:1]};
		4'b1101:   
			C = A << 1;			
		4'b1110:   
			C = A <<< 1;
		4'b1111:   
			C = {A[14:0],A[15]};	
		endcase
	end
endmodule
--- run.sh ---
#!/bin/bash
# OpenROAD 26Q1-2900-gdf79404cd8, Yosys 0.63+post, stock flow scripts
make -C /OpenROAD-flow-scripts/flow DESIGN_CONFIG=/design/flow/config.mk WORK_HOME=/design/flow/orfs finish
==> run notes <==
Implementation numbers.

- The area of the die is roughly 8000 um^2.
- The I/O pin count is about 53.
- The die is approximately 90 um wide.
- The via count of the routed design is 4576.
- The analysis attributes to cell leakage a power of 1.80 nW.
- The worst hold-check slack is 5010 ps.
- Once placement completed, the tool counted placed cells totaling approximately 700.
- The initial core utilization reads 52.5%.
- The netlist area before placement is 3870 um^2.
- The netlist uses 79 different library cells.
- The cell count after synthesis reads 572.
- In this run the tools logged warnings totalling 65.
- After routing, the total negative slack on setup checks comes to 0 ps.
- The master of the slowest instance on the critical path reads clkdlybuf4s50_1.
- The placeable core region is 7370 um^2.
- Pins over their slew limit in the final report were tallied at 0.
- Cells fill 58.6% of the core in the end.
- The number of rows in the core area reads 31.
- STA classifies the critical path endpoint as an output pin.
- The global-route wire length before repair reads ~22000 um.
- Nets still carrying antenna violations after routing amount to 0.
- STA reports the tightest min-delay check as being of type input pin to output pin.
- The number of setup buffers added after CTS reads 0.
- The number of cells in Yosys stat is roughly 570.
- The critical path in the final layout is reported with a setup slack of 2500 ps.
- The power density over the cells reads 58.8 nW/um^2.
- The number of gates resized after CTS was 0.
- The residual DRC count is 0.
- The total track usage reads 34.8%.
- The transition at the pin with the smallest max-transition slack is 869 ps.
- The worst slack at placement is 2550 ps.
- Per the slew report, the remaining headroom to the max-slew limit stands at between 40% and 50%.
- The routed design ends up with an antenna cell count of 0.
- The required arrival time at the worst endpoint reads 7840 ps.
- The via density per instance reads 6.65.
- The post-layout period usage of the worst path reads 74.5%.
- The die height is about 90 um.
- For this run, the slowest stage of the critical path takes approximately 630 ps.
- The number of design-rule violations left by the first detailed-router iteration reads roughly 380.
- The number of antenna violations at the first check in global routing is 0.
- Per STA, the worst path is made up of clkdlybuf4s50_1 -> inv_1 -> ha_1 -> a21o_1 -> a21oi_1 -> a21oi_1 -> nor4_1 -> or3_1 -> xnor2_1 -> o22ai_1 -> clkdlybuf4s50_1.
- The share of cells above drive strength 1 reads 5.60%.
- Per the power-grid run, VDD falls by no more than approximately 0.030 mV.
- The design has 0 sequential cells.
- The top achievable clock speed is 0.137 GHz.
- The critical path class reads input pin to output pin.
- Per the gpl log, the routability congestion estimate is between 1 and 1.5.
- The final timing report lists a hold violation count of 0.
- The clock buffer instance count of the final layout reads 0.
- The final wirelength is 14000 um.
- The first detailed-routing pass took 5 iterations.
- The aggregate global routing overflow is 0.
- The summed area of non-filler cells in the final layout is 4320 um^2.
- The total of buffers placed on input and output ports is 53.
- The number of global-route vias before repair is 4130.
- The average cell area after synthesis reads 6.76 um^2.
- The hold buffer count at cts is 0.
- The count of max-cap constraint violations is 0.
- The Yosys chip area is 3870 um^2.
- The type of element launching the critical path reads an input pin.
- The flow ran to the end, and the final reports show no timing, DRC or antenna violations.
- The post-layout minimum cycle time is 7300 ps.
- The data arrival time of the worst path is 5340 ps.
- The cell area after placement is 4320 um^2.
- For this run, the register share of the synthesized area comes to 0%.
- The area added between synthesis and finish is 11.7%.
- The yosys synthesis warning count is 1.
- The largest fanout on the critical path reads 12.
- Setup repair after global routing left no endpoint under its margin.
- After the flow finishes, the layout carries non-filler instances totaling 688.
- The final power report lists total power as around 250 uW.
- The number of setup violations in the final report is 0.
- In the final routed layout, each cell accounts on average for 20.4 um.
- The combined flip-flop and latch cell area reads 0 um^2.
- The pin count of the biggest net entering global routing reads approximately 67.
- The half-perimeter wire length of the detailed placement result is 10300 um.
==> worst max-delay path: cells and delay by family <==
| family | cells | cell delay, ps |
|---|---|---|
| buf+inv | 3 | 1250 |
| compound gates | 4 | 920 |
| fa+ha+maj | 1 | 570 |
| simple gates | 2 | 510 |
| xor+xnor | 1 | 140 |
==> power by group <==
group	internal [mW]	leakage (nW)	total, mW	switching (mW)
Sequential	0	0	0	0
Clock	0	0	0	0
Combinational	0.109	1.80	0.254	0.145
Total	0.109	1.80	0.254	0.145
==> cell type report <==
class              instances  area [um^2]
multi-input cells        477         3430
repair buffers            60          568
fillers                  706         3050
well taps                 99          124
inverters                 52          195
==> synthesized netlist by cell type, drive strengths merged (7+ instances only) <==
cell type  number  area share [%]
inv            52             5.0
nor2           50             5.0
ha             48              16
o21ai          46             6.0
nand2          40             3.9
a21oi          37             4.8
buf            33             5.2
nand3          15             1.9
o22ai          14             2.3
nor3           13             2.0
nor2b          12             1.9
a221oi         11             3.1
clkbuf         10            0.97
nand2b         10             1.8
xor2            9             2.0
a211oi          8             2.0
o211ai          8             1.6
xnor2           8             1.8
a21o            7             1.4
a22oi           7             1.4
nand4           7             1.1
==> cell families after synthesis <==
logic type,share of synthesized area (%)
compound gates,43.7
fa+ha+maj,16.6
simple gates,23.1
xor+xnor,3.85
mux,1.55
buf+inv,11.3
==> path summary, 6_finish.rpt <==
path | start | end | slack, ps | cells past startpoint
worst max-delay path | A[3] | Cout | 2500 | 11
worst min-delay path | OP[2] | C[12] | 5010 | 5
==> layer usage <==
| layer | part of all wire (%) | global-route usage [%] | vias to the layer above |
|---|---|---|---|
| met3 | 9.4 | 5.33 | 44 |
| met1 | 45 | 52.9 | 2105 |
| met2 | 42 | 50.0 | 236 |
| li1 | - | - | 2191 |
| met4 | 3.2 | 11.8 | 0 |
| met5 | 0 | 0 | - |
==> cell usage in the layout (no fill, tap or decap), types with 12 or more instances in the layout <==
| cell type | count |
|---|---|
| clkdlybuf4s50_1 | 50 |
| inv_1 | 49 |
| nor2_1 | 48 |
| ha_1 | 48 |
| nand2_1 | 39 |
| a21oi_1 | 37 |
| o21ai_0 | 36 |
| nand3_1 | 15 |
| o22ai_1 | 14 |
| nor2b_1 | 12 |
| nor3_1 | 12 |
Power and IR drop assume default switching activity.
